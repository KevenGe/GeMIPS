==> flow/design.v <==
module SEG7_LUT (   oSEG1,iDIG   );
input   wire[3:0]   iDIG;
output  wire[7:0]   oSEG1;
reg     [6:0]   oSEG;
always @(iDIG)
begin
        case(iDIG)
        4'h1: oSEG = 7'b1110110;     
        4'h2: oSEG = 7'b0100001;     
        4'h3: oSEG = 7'b0100100;     
        4'h4: oSEG = 7'b0010110;     
        4'h5: oSEG = 7'b0001100;     
        4'h6: oSEG = 7'b0001000;     
        4'h7: oSEG = 7'b1100110;     
        4'h8: oSEG = 7'b0000000;     
        4'h9: oSEG = 7'b0000110;     
        4'ha: oSEG = 7'b0000010;
        4'hb: oSEG = 7'b0011000;
        4'hc: oSEG = 7'b1001001;
        4'hd: oSEG = 7'b0110000;
        4'he: oSEG = 7'b0001001;
        4'hf: oSEG = 7'b0001011;
        4'h0: oSEG = 7'b1000000;
        endcase
end
assign oSEG1 = {~oSEG,1'b0};
endmodule
==> flow/run.sh <==
#!/bin/bash
# OpenROAD 26Q1-2900-gdf79404cd8, Yosys 0.63+post, stock flow scripts
make -C /OpenROAD-flow-scripts/flow DESIGN_CONFIG=/design/flow/config.mk WORK_HOME=/design/flow/orfs finish
==> flow/config.mk <==
export PLATFORM = sky130hd
export DESIGN_NAME = SEG7_LUT
export DESIGN_NICKNAME = SEG7_LUT
export VERILOG_FILES = /design/flow/design.v
export SDC_FILE = /design/flow/constraint.sdc
export NUM_CORES = 4
export LEC_CHECK = 1
export CORE_AREA = 10 10 70 70
export DIE_AREA = 0 0 80 80
==> flow/constraint.sdc <==
current_design SEG7_LUT

set clk_period 1.2
set clk_io_pct 0.2

create_clock -name clk0 -period $clk_period

set non_clock_inputs [all_inputs -no_clocks]
set_input_delay [expr $clk_period * $clk_io_pct] -clock clk0 $non_clock_inputs
set_output_delay [expr $clk_period * $clk_io_pct] -clock clk0 [all_outputs]
==> ci_impl_report.md <==
## Synthesis and layout report

| Metric | Value |
|---|---|
| Status | `finished, violations left` |
| Failing checks | `setup timing` |
| Initial Util | `8.50%` |
| Largest net degree at the start of global routing | `10` |
| PwrDens | `309 nW/um2` |
| Core footprint | `3420 um2` |
| Share of layout cells above drive strength 1 | `69.7%` |
| First-pass GRT wire length | `1780 um` |
| Yosys cell count | `43` |
| Family with the most delay on the worst path | `buffers and inverters` |
| Yosys stat chip area | `290 um2` |
| OpenROAD warning count | `40` |
| Min Tclk post-route | `1310 ps` |
| Worst Path Required | `960 ps` |
| Worst Hold Depth | `4` |
| Routed vias | `361` |
| I/O pin count | `12` |
| DRC | `0` |
| Worst hold path class | `in -> out` |
| DR iter-0 viols | `11` |
| CP Capture Type | `output port` |
| Syn Std Cell Area | `290 um2` |
| Post-DP Area | `517 um2` |
| Bufs and invs on worst path | `3` |
| Fill count | `382` |
| RSZ-0062 raised after global routing | `yes` |
| Area growth syn-to-layout | `121%` |
| Worst EP arrival | `1070 ps` |
| Worst path max stage delay | `160 ps` |
| Final WL | `936 um` |
| Core Util, Final | `18.8%` |
| TritonRoute pass-1 iters | `3` |
| Setup TNS | `-286 ps` |
| Endpoints failing hold | `0` |
| Achievable Freq | `765 MHz` |
| Final setup vio count | `6` |
| Top cell type's share of synthesized area | `30.2%` |
| Number of global-route vias before repair | `404` |
| Die width | `80 um` |
| Cell area after layout | `641 um2` |
| DR WL/cell | `8.36 um` |
| Dpl hpwl | `732 um` |
| Post-synth seq share | `0%` |
| Grt ovf | `0` |
| Cells after Synth | `43` |
| Slew Viols, Final | `0` |
| Die Span Y | `80 um` |
| CP max stage cell | `ha_4` |
| Diodes inserted | `0` |
| Count leader, synth | `ha_1` |
| Crit Path Category | `in -> out` |
| Synth Area per Inst | `6.75 um2` |
| Worst Hold Endpoint | `oSEG1[4]` |
| Crit path cell chain | `buf_8 -> buf_6 -> ha_4 -> a21o_1 -> a22oi_2 -> buf_2` |
| Register Area | `0 um2` |
| Detail Route Antenna Nets | `0` |
| GP Congestion | `0.781` |
| Area leader, netlist | `ha_1` |
| CP Launch Type | `input port` |
| DR vias/cell | `3.22` |
| CLK BUF | `0` |
| Period utilization | `109%` |
| Total Power | `0.198 mW` |
| Max-cap violations | `0` |
| Yosys cell types | `19` |
| Yosys warnings | `1` |
| Die Area | `6400 um2` |
| Peak supply drop | `0.118 mV` |
| All-Layer GR Usage | `3.19%` |
| Top cells, area | `ha_1 (30%), a22oi_2 (8.6%), a21oi_1 (6.9%), o21ai_0 (6.9%), inv_1 (6.5%)` |
| Static leakage power | `0.263 nW` |
| Port Buf Inserts | `11` |
| Row cnt | `21` |
| Initial antenna violation count | `0` |
| Seq_cells | `0` |
| Hold Buf Count CTS | `0` |
| Critical Path Fanout Max | `3` |
| Post-synth top cells | `ha_1 (7), inv_1 (5), a21oi_1 (4), nor2_1 (4), o21ai_0 (4)` |
| Hold path start | `iDIG[2]` |
| Post-route worst setup slack | `-108 ps` |
-- metrics by stage --
| stage | std cells | setup WS [ps] | hold slack (ps) |
|---|---|---|---|
| finish | 112 | -108 | 866 |
| global route | 112 | -152 | 890 |
| CTS | 112 | -114 | 876 |
| detailed placement | 108 | -1020 | 1570 |
| global placement | 108 | -997 | 1570 |
| floorplan | 43 | 101 | 602 |
-- cell usage in the layout, fill, tap and decap left out, types with 2 or more instances in the layout --
cell type	Yosys	layout
buf_2	1	8
buf_4	1	11
ha_4	0	5
nor3_2	0	2
nand2_2	1	2
nor2_1	4	2
inv_1	5	2
ha_1	7	2
a22oi_2	2	2
a21oi_1	4	3
buf_6	1	5
nor2_2	0	2
a21oi_2	1	2
o21ai_1	3	6
-- cell families (layout without fill, tap and decap cells) --
family | count (synthesis) | count (layout) | synth area share [%]
AOI/OAI and AO/OA | 15 | 15 | 33.2
and+or+nand+nor | 12 | 12 | 20.7
buffers and inverters | 8 | 31 | 14.7
adders and majority gates | 7 | 7 | 30.2
other | 1 | 1 | 1.29
-- power breakdown --
group	switching (mW)	total [mW]	internal, mW
Combinational	0.0857	0.198	0.112
Sequential	0	0	0
Clock	0	0	0
Total	0.0857	0.198	0.112
-- worst max-delay path by stage --
stage | start | to | cells past startpoint
4_1_cts | iDIG[1] | oSEG1[2] | 7
5_1_grt | iDIG[1] | oSEG1[2] | 7
6_report | iDIG[0] | oSEG1[2] | 6
-- cell type report --
type	instances	area [um2]	area share, %
multi-input combinational	35	340	53.1
tap	46	57.6	8.98
timing repair buffer	26	214	33.4
inverter	5	28.8	4.49
-- what timing repair did --
item                                    CTS  global route
cloned                                    0             0
resized                                  72             7
setup buffers                             4             0
endpoints found under the setup margin    7             7
pin swaps                                 9             3
hold endpoints to repair                  0             0
-- per-layer routing --
layer / vias up / wire length, um / track usage [%]
li1: 190 / - / -
met1: 165 / 448 / 4.02
met2: 6 / 469 / 6.02
met3: 0 / 18 / 0.227
met4: 0 / 0 / 0
met5: - / 0 / 0
Power is estimated from default activity; no workload was simulated.
